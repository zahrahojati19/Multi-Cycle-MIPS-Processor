$ cat design/flow/run.sh
#!/bin/bash
# OpenROAD 26Q1-2900-gdf79404cd8, Yosys 0.63+post, stock flow scripts
make -C /OpenROAD-flow-scripts/flow DESIGN_CONFIG=/design/flow/config.mk WORK_HOME=/design/flow/orfs finish
$ cat design/flow/constraint.sdc
current_design mips_multi_cycle

set clk_period 29.7
set clk_io_pct 0.2

create_clock -name clk0 -period $clk_period [get_ports {clk}]

set non_clock_inputs [all_inputs -no_clocks]
set_input_delay [expr $clk_period * $clk_io_pct] -clock clk0 $non_clock_inputs
set_output_delay [expr $clk_period * $clk_io_pct] -clock clk0 [all_outputs]
$ cat design/flow/config.mk
export PLATFORM = sky130hd
export DESIGN_NAME = mips_multi_cycle
export DESIGN_NICKNAME = mips_multi_cycle
export VERILOG_FILES = /design/flow/design.v
export SDC_FILE = /design/flow/constraint.sdc
export NUM_CORES = 4
export LEC_CHECK = 1
export CORE_UTILIZATION = 50
$ cat design/flow/design.v
module alu (a, b, ctrl, y, zero);
  input [31:0] a, b;
  input [2:0] ctrl;
  output [31:0] y;
  output zero;
  assign y =  (ctrl == 3'b000) ? (a & b) :
              (ctrl == 3'b001) ? (a | b) : 
              (ctrl == 3'b010) ? (a + b) :
              (ctrl == 3'b110) ? (a - b) : ((a<b) ? 32'd1: 32'd0);
  assign zero = (y == 32'd0) ? 1'b1 : 1'b0;
endmodule
module alu_controller (alu_op, func, operation);
  input [1:0] alu_op;
  input [5:0] func;
  output [2:0] operation;
  reg [2:0] operation;
  always @(alu_op, func)
  begin
    operation = 3'b000;
    if (alu_op == 2'b00)         
      operation = 3'b010;
    else if (alu_op == 2'b01)    
      operation = 3'b110;
    else if(alu_op == 2'b11)
      operation = 3'b111;
    else
      begin
        case (func)
          6'b100000: operation = 3'b010;   
          6'b100011: operation = 3'b110;   
          6'b100100: operation = 3'b000;   
          6'b100101: operation = 3'b001;   
          6'b101010: operation = 3'b111;   
          default:   operation = 3'b000;
        endcase
      end
  end
endmodule
module controller( clk, rst, opcode, func, zero, reg_dst, mem_to_reg, reg_write, 
                   pc_src, operation, PCsig, lord, IRwrite, mem_read,
                  mem_write, alu_srca, alu_srcb);
    input [5:0] opcode;
    input [5:0] func;
    input clk, rst, zero;
    output  reg_write, mem_write, mem_read, PCsig, lord, IRwrite, alu_srca;
    output [1:0] reg_dst, mem_to_reg, pc_src, alu_srcb;
    output [2:0] operation;
    reg     reg_write, mem_write, lord, IRwrite, mem_read, alu_srca, pcwrite, pcwritecond;
    reg [1:0] reg_dst, mem_to_reg, pc_src, alu_srcb;         
    reg [1:0] alu_op;       
    reg [3:0] ps, ns;
   parameter [3:0] IF=4'b0000, ID=4'b0001, memadr=4'b0010, memlw=4'b0011, lw=4'b0100, sw=4'b0101, exe=4'b0110,
		 rt=4'b0111, beq=4'b1000, J=4'b1001, addi=4'b1010 ,  slti=4'b1011, rti=4'b1100, Jr=4'b1101, Jal=4'b1110;
    alu_controller ALU_CTRL(alu_op, func, operation);
    always @(ps, opcode)begin
	case(ps)
		IF: ns = ID;
		ID: ns = (opcode==6'b001001) ? addi :
			 (opcode==6'b000010) ? J:
			 (opcode==6'b000100) ? beq :
			 (opcode==6'b000000) ? exe :
		         (opcode==6'b000110) ? Jr :
			 (opcode==6'b001010) ? slti :
			 (opcode==6'b100011) ? memadr : 
			 (opcode==6'b101011) ? memadr:
			 (opcode==6'b000011) ? Jal :  1'bx;
		memadr: ns = (opcode==6'b101011) ? sw : memlw;
		memlw: ns = lw;
		lw: ns = IF;
		sw: ns = IF; 
		exe: ns = rt; 
		rt: ns = IF; 
		beq: ns = IF; 
		J: ns = IF;
		addi: ns = rti;
		slti: ns = rti;
		rti: ns = IF;
		Jr: ns = IF; 
		Jal: ns = IF; 
	endcase
    end
    always @(ps)begin
	{reg_dst, mem_to_reg, reg_write, mem_write, mem_read, lord, IRwrite, alu_srca, alu_srcb, pcwrite, pcwritecond, pc_src}=20'b0;
	case (ps)
		IF: begin  
			mem_read = 1'b1; alu_srca = 1'b0; lord = 1'b0; IRwrite=1'b1; alu_srcb = 2'b01; alu_op = 2'b00; pcwrite = 1'b1; pc_src = 2'b00;
			end
		ID: begin  
			{alu_srca,alu_srcb,alu_op}=5'b01100; end
		memadr: begin  
			{alu_srca,alu_srcb,alu_op}=5'b11000; end
		memlw: begin  
			mem_read = 1'b1; lord = 1'b1;end
		lw: begin  
			{reg_dst,reg_write,mem_to_reg}=5'b00101;end
		sw: begin  
			mem_write = 1'b1; lord = 1'b1;end
		exe: begin  
			{alu_srca,alu_srcb, alu_op}=5'b10010; end
		rt: begin  
			{reg_dst,reg_write,mem_to_reg}=5'b01100; end 
		beq: begin  
			{alu_srca,alu_srcb,alu_op,pcwritecond,pc_src}=8'b10001110; end
		J: begin  
			{pcwrite,pc_src}=3'b101; end 
		addi: begin  
			{alu_srca, alu_srcb, alu_op}=5'b11000; end
		slti: begin  
			{alu_op, alu_srcb, alu_srca}=5'b11101;end
		rti: begin  
			{reg_dst,reg_write,mem_to_reg}=5'b00100; end
		Jr: begin  
			{pcwrite, pc_src}=3'b111; end
		Jal: begin  
			{reg_dst, mem_to_reg, reg_write, pc_src, pcwrite}= 8'b10101011; end
	endcase
    end
    always @(posedge clk, posedge rst)begin
	if(rst) ps<=IF;
	else ps<=ns;
    end
    assign PCsig = (zero & pcwritecond) | pcwrite;
endmodule
module datapath ( clk, rst, data_adr, data, wdata, reg_dst, mem_to_reg, pc_src, alu_ctrl, reg_write,zero,
                  PCsig, lord, IRwrite, alu_srca, alu_srcb, instt);
  input  clk, rst;
  input  reg_write, PCsig, lord, IRwrite, alu_srca;
  input [1:0] reg_dst, mem_to_reg, pc_src, alu_srcb;
  input  [2:0] alu_ctrl;
  output [31:0]data_adr;
  output [31:0]wdata;
  output [31:0] instt;
  input [31:0]data;
  output zero;
  wire [31:0] pc_out;
  wire [31:0] read_data1, read_data2, A, B;
  wire [31:0] sgn_ext_out;
  wire [31:0] alu_out;
  wire [27:0] shl2_out;
  wire [31:0] shl22_out;
  wire [31:0] muxa_out;
  wire [31:0] muxb_out; 
  wire [31:0] mux3_out;
  wire [31:0] MemAdr;
  wire [31:0] ALU_out;
  wire [31:0] memout;
  wire [31:0] mdr;
  wire [31:0] inst;
  wire [31:0] instt;
  wire [4:0]  mux1_out;
  wire [31:0] mux12_out;
  reg_32b PC(mux3_out, rst, PCsig, clk, pc_out);
  mux2to1_32b MUX_11(pc_out , ALU_out, lord, MemAdr); 
  reg_32b IR(memout, rst, IRwrite, clk, inst); 
  shl26 SHIFT1(inst[25:0], shl2_out);
  reg_32b MDR(memout, rst, 1'b1, clk, mdr); 
  mux4to1_5b MUX_1(inst[20:16], inst[15:11], 5'd31,,reg_dst, mux1_out);
  mux4to1_32b MUX_12(ALU_out, mdr, pc_out,, mem_to_reg, mux12_out);
  reg_file  RF(mux12_out, inst[25:21], inst[20:16], mux1_out, reg_write, rst, clk, read_data1, read_data2);
  reg_32b Areg(read_data1, rst, 1'b1, clk, A);
  reg_32b Breg(read_data2, rst, 1'b1, clk, B);
  sign_ext SGN_EXT(inst[15:0], sgn_ext_out);
  shl2 SHIFT2(sgn_ext_out, shl22_out);
  mux2to1_32b MUX_A(pc_out, A, alu_srca, muxa_out);
  mux4to1_32b MUX_B(B, 32'd4, sgn_ext_out, shl22_out, alu_srcb, muxb_out);
  alu ALU(muxa_out, muxb_out, alu_ctrl, alu_out, zero);
  reg_32b aluout(alu_out, rst, 1'b1, clk, ALU_out);
  mux4to1_32b pcsrc(alu_out, {pc_out[31:28],shl2_out}, ALU_out, A, pc_src, mux3_out);  
  assign data_adr = MemAdr;
  assign memout = data;
  assign wdata = B;
  assign instt = inst;
endmodule
module mips_multi_cycle (rst, clk, memwrite, memread, adr, inst, writedata);
  input rst, clk;
  output [31:0] adr, writedata;
  input [31:0] inst;
  output memread, memwrite;
  wire [31:0] data_adr, wdata;
  wire reg_write,zero, PCsig, lord, IRwrite, alu_srca;
  wire [1:0] reg_dst, mem_to_reg, pc_src, alu_srcb;
  wire [2:0] alu_ctrl;
  wire [31:0] instt;
  datapath DP( clk, rst, data_adr, inst, wdata, reg_dst, mem_to_reg, pc_src, alu_ctrl, reg_write,zero,
                  PCsig, lord, IRwrite, alu_srca, alu_srcb, instt);
  controller CU( clk, rst, instt[31:26], instt[5:0], zero, reg_dst, mem_to_reg, reg_write, 
                   pc_src, alu_ctrl, PCsig, lord, IRwrite, memread, memwrite, alu_srca, alu_srcb);
  assign adr = data_adr;
  assign writedata = wdata;
endmodule
module mux2to1_32b (i0, i1, sel, y);
  input [31:0] i0, i1;
  input sel;
  output [31:0] y;
  assign y = (sel==1'b1) ? i1 : i0;
endmodule
module mux4to1_32b (i0, i1, i2, i3, sel, y);
  input [31:0] i0, i1, i2, i3;
  input [1:0]sel;
  output [31:0] y;
  assign y = (sel==2'b00) ? i0 :
	     (sel==2'b01) ? i1 :
	     (sel==2'b10) ? i2 :
	     (sel==2'b11) ? i3 : 32'bx;
endmodule
module mux4to1_5b (i0, i1, i2, i3, sel, y);
  input [4:0] i0, i1, i2, i3;
  input [1:0]sel;
  output [4:0] y;
  assign y = (sel==2'b00) ? i0 :
	     (sel==2'b01) ? i1 :
	     (sel==2'b10) ? i2 :
	     (sel==2'b11) ? i3 : 5'bx;
endmodule
module reg_32b (d_in, sclr, ld, clk, d_out);
  input [31:0] d_in;
  input sclr, ld, clk;
  output [31:0] d_out;
  reg [31:0] d_out;
  always @(posedge clk)
  begin
    if (sclr==1'b1)
      d_out = 32'd0;
    else if (ld)
      d_out = d_in;
  end
endmodule
module reg_file (wr_data, rd_reg1, rd_reg2, wr_reg, reg_write, rst, clk, rd_data1, rd_data2);
  input [31:0] wr_data;
  input [4:0] rd_reg1, rd_reg2, wr_reg;
  input reg_write, rst, clk;
  output [31:0] rd_data1, rd_data2;
  reg [31:0] register_file [0:31];
  integer i;
  assign rd_data1 = (rd_reg1 == 5'b0) ? 32'd0 : register_file[rd_reg1];
  assign rd_data2 = (rd_reg2 == 5'b0) ? 32'd0 : register_file[rd_reg2];
  always @(posedge clk)
    if (rst == 1'b1)
      for (i=0; i<32 ; i=i+1 )
        register_file[i] <= 32'd0;
    else if (reg_write == 1'b1)
      if(wr_reg != 5'd0)
        register_file[wr_reg] <= wr_data;
endmodule
module shl2 (d_in, d_out);
  input [31:0] d_in;
  output [31:0] d_out;
  assign d_out = d_in << 2;
endmodule
module shl26 (d_in, d_out);
  input [25:0] d_in;
  output [27:0] d_out;
  assign d_out = d_in << 2;
endmodule
module sign_ext (d_in, d_out);
  input [15:0] d_in;
  output [31:0] d_out;
  assign d_out = {{16{d_in[15]}}, d_in};
endmodule
==> impl_metrics.ini <==
; physical design summary
[sta]
worstMarginPinSlew_ns = 1.22
unclocked_pins = 6
tns_ns = 0
untimed_endpoints = 10
fin_worst_skew_ns = 0.0314
fin_ws_ns = 19.97
max_freq_mhz = 103
hold_viol_final = 0
relSlewSlack_pct = 18.3
slew_viol_final = 0
final-setup-viol-count = 0
fin_worst_hold_slack_ns = 0.496
post-route-period-util_pct = 32.7
period_needed_ns = 9.73
rsz0062_at_grt = no

[hold_path]
hp-start = DP.PC.d_out[2]
hp-class = flop to flop

[run_status]
status = completed

[clock_tree]
postCtsSetupBuffers = 0
clock_latency_ns = 0.80
root_buffer = clkbuf_16
hold_buffers = 0
post_cts_resized = 0
clock_path_buffers = 3
numCtsBuffers = 136
tritoncts = yes
htreeDepth = 4
path_clk_slew_ns = 0.06

[pwr]
p_per_area_nw_per_um2 = 54.8
sw_frac_of_total_pct = 24.9
seq_power_share_pct = 48.5
combPwrFrac_pct = 8.8
power_w = 0.00403
clockPowerShare_pct = 42.7
p_sw_w = 0.00100
p_leak_nw = 24.6
ir_worst_vdd_v = 0.0000623
power.internal_w = 0.00303

[critical_path]
path_max_fanout = 34
crit_slowest_cell = dfrtp_1
cp-start-kind = flop
crit_path_cell_trace = inv_1, nand2_1, nor2_4, buf_4, mux2_2, clkdlybuf4s50_1
cp-end-kind = primary output
worst-r2r-setup-slack_ns = 20.85
startpoint = CU.ps[3]
cpPeakStageDelay_ns = 0.62
critical_path_required_ns = 23.76
crit_type = flop to primary output
rr_startpoint = CU.ps[3]
arrival_ns = 3.79

[synth]
synthDistinctLibCells = 97
synth.avg_cell_area_um2 = 12.4
ys_ff = 1226
simple_gate_share_pct = 10.8
synth_area_um2 = 65900
adder_share_pct = 1.90
yosysWarnings = 41
netlist_instances = 5316
largest_area_cell = edfxtp_1
yosys_area_um2 = 65900
ys_sh_xor_pct = 0.279
yosysCellCount = 5316
mux_area_share_pct = 21.7
area_leaders = edfxtp_1, mux4_2, nor2_1, dfxtp_1, mux2i_1
netlist_logic_family_top = multiplexers
top_cell_area_share_pct = 46.7
edf_count = 1024
synth-main-ff-cell = edfxtp_1
synth-async-reset-ratio_pct = 0.326
ys_sh_aoi_pct = 8.94

[global_route]
use_met3_pct = 32.6
overflow = 0
grt_use_total_pct = 42.9
grt_pass1_vias = 47700
busiest_layer = met2
use_met2_pct = 55.3
grt_pass1_wl_mm = 358
antenna_found_initial = 13
grt_max_degree = 79
use_met1_pct = 55.0

[floorplanning]
ios = 100
die-area_um2 = 133000
die_h_um = 365
core_um2 = 130000
fp_util_pct = 50.6
rows = 132
die_x_um = 365

[cells_and_area]
fin_util_pct = 56.6
area_growth_pct = 11.7
drive_gt1_share_pct = 20.9

[drt]
routed_wl_mm = 255
drcViolationCount = 0
wl_per_cell_um = 36.0
dr.pass1.iters = 6
vias = 47200
drt-initial-drc-count = 4192
final_antenna_net_count = 0
avgViaCountPerCell = 6.65

[run]
max-cap-violations = 0
openroad.warnings = 91

[place]
io_buffer_count = 99
place.gp.congestion = 1.07
dp_hpwl_mm = 178
pre_cts_ws_ns = 20.20
[layer usage]
metal	vias to the layer above	part of all wire, %	wire length, um
met5	-	0.50	1290
met4	38	6.4	16300
met3	534	19	47800
met2	3218	42	107000
met1	23400	33	83400
li1	20000	-	-
[worst paths after layout]
kind,cells after the start,to
max in group asynchronous,3,CU.ps[2]
worst min register to register,2,DP.PC.d_out[2]
worst max register to register,22,DP.PC.d_out[30]
worst min-delay path,2,DP.PC.d_out[2]
worst max-delay path,6,adr[7]
min in group asynchronous,3,CU.ps[0]
[state kept, by name (all words and copies together) (netlist names)]
name	count
CU.alu_op	2
CU.ns	4
CU.ps	4
DP.Areg.d_out	32
DP.Breg.d_out	32
DP.IR.d_out	32
DP.MDR.d_out	32
DP.PC.d_out	32
DP.RF.register_file	1024
DP.aluout.d_out	32
[cells in the mapped netlist (7+ instances only)]
cell type and count:
a211o_1 16, a211oi_1 32, a21o_1 23, a21oi_1 221
a221oi_1 50, a22o_1 61, a22oi_1 7, a31oi_1 17
and2_1 26, and3_1 8, buf_1 68, buf_2 26
clkbuf_1 420, dfxtp_1 192, edfxtp_1 1024, ha_1 97
inv_1 103, mux2_2 95, mux2i_1 204, mux4_2 496
nand2_1 282, nand2b_1 17, nand3_1 35, nand4_1 19
nor2_1 1157, nor2b_1 55, nor3_1 44, nor4_1 21
o211ai_1 24, o21a_1 25, o21ai_0 87, o21ai_1 9
o21bai_1 7, o221a_2 12, o221ai_1 57, o22ai_1 70
o311a_1 23, o31a_1 7, o31ai_1 18, or3_1 13
xnor2_1 15
[kinds of logic after synthesis]
family          after synthesis
flops                      1220
mux                         796
fa+ha+maj                    99
xor+xnor                     21
latches                       6
buf+inv                     623
compound gates              837
other cells                   1
simple gates               1713
[worst max-delay path: cells and delay by family (launching register included)]
kind	cells	cell delay [ns]
muxes	1	0.42
DFF	1	0.62
buffers and inverters	3	1.48
and+or+nand+nor	2	0.48
[through the flow]
stage	std cells	cell area (um^2)
final	7101	73600
after global routing	7098	73600
after CTS	7095	73600
after detailed placement	6844	69100
after global placement	6844	69100
after floorplan	5347	66000
[area by class of cell]
cell class                      count  area (um^2)
Antenna cell                        6         15.0
Clock buffer                      173         3680
Inverter                          105          395
Clock inverter                     78          842
Sequential cell                  1226        34800
Timing Repair Buffer              273         2320
Fill cell                       10500        56500
Tap cell                         1742         2180
Multi-Input combinational cell   3498        29400
[cells in the final DEF (no fill, tap or decap), types with 25 or more instances in the layout]
| cell type | Yosys | final |
|---|---|---|
| nand3_1 | 35 | 35 |
| nand2_1 | 282 | 219 |
| o22ai_1 | 70 | 70 |
| mux2_2 | 95 | 95 |
| o221ai_1 | 57 | 57 |
| and2_1 | 26 | 26 |
| conb_1 | 1 | 32 |
| nor2b_1 | 55 | 53 |
| inv_1 | 103 | 102 |
| clkbuf_1 | 420 | 28 |
| buf_4 | 1 | 172 |
| mux4_2 | 496 | 496 |
| clkinv_1 | 1 | 28 |
| edfxtp_1 | 1024 | 1024 |
| nor2_1 | 1157 | 1155 |
| a211oi_1 | 32 | 32 |
| clkbuf_16 | 0 | 140 |
| a21oi_1 | 221 | 187 |
| a221oi_1 | 50 | 50 |
| nor3_1 | 44 | 41 |
| ha_1 | 97 | 97 |
| dfxtp_1 | 192 | 182 |
| mux2i_1 | 204 | 204 |
| a22o_1 | 61 | 61 |
| o21a_1 | 25 | 25 |
| nand2_2 | 0 | 63 |
| o21ai_0 | 87 | 85 |
| clkdlybuf4s50_1 | 0 | 98 |
[power by group through the flow]
stage | clock (W) | combinational [W] | sequential, W
CTS | 0.00174 | 0.000342 | 0.00195
global route | 0.00180 | 0.000367 | 0.00196
finish | 0.00172 | 0.000355 | 0.00196
